==> flow/config.mk <==
export PLATFORM = sky130hd
export DESIGN_NAME = regfile
export DESIGN_NICKNAME = regfile
export VERILOG_FILES = /design/flow/design.v
export SDC_FILE = /design/flow/constraint.sdc
export NUM_CORES = 4
export LEC_CHECK = 1
export CORE_UTILIZATION = 50
==> flow/constraint.sdc <==
current_design regfile

set clk_period 17.7
set clk_io_pct 0.2

create_clock -name clk0 -period $clk_period [get_ports {clk}]

set non_clock_inputs [all_inputs -no_clocks]
set_input_delay [expr $clk_period * $clk_io_pct] -clock clk0 $non_clock_inputs
set_output_delay [expr $clk_period * $clk_io_pct] -clock clk0 [all_outputs]
==> flow/design.v <==
module regfile (
    input  logic        clk,
    input  logic        rs_addr_valid,   
    input  logic [14:0] rs1_rs2_rd,      
    input  logic        rd_wr_en,        
    input  logic        rs_store,        
    input  logic [31:0] imme_data,       
    input  logic [31:0] alu_data_out,    
  	output logic [31:0] rs_data,         
    output logic [31:0] rs_data_mux,     
    output logic        op_done          
);
    logic [31:0] reg_file [31:0];
    logic [4:0]  addr_rs1;
    logic [4:0]  addr_rs2;
    logic [4:0]  addr_rd;
    always_ff @(posedge clk) begin
            op_done <= 1'b0;
            if (rs_addr_valid) begin
                addr_rs1 <= rs1_rs2_rd[14:10]; 
                addr_rs2 <= rs1_rs2_rd[9:5];
                addr_rd  <= rs1_rs2_rd[4:0];
                if (rs_store) begin
                    if (rs1_rs2_rd[4:0] != 5'b0) begin
                        reg_file[rs1_rs2_rd[4:0]] <= imme_data;
                    end
                    op_done <= 1'b1; 
                end
            end
            else if (rd_wr_en) begin
                if (addr_rd != 5'b0) begin
                    reg_file[addr_rd] <= alu_data_out;
                end
                op_done <= 1'b1;
            end
    end
    assign rs_data = (addr_rs1 == 5'b0) ? 32'b0 : reg_file[addr_rs1];
    assign rs_data_mux = (addr_rs2 == 5'b0) ? 32'b0 : reg_file[addr_rs2];
endmodule 
==> flow/run.sh <==
#!/bin/bash
# OpenROAD 26Q1-2900-gdf79404cd8, Yosys 0.63+post, stock flow scripts
make -C /OpenROAD-flow-scripts/flow DESIGN_CONFIG=/design/flow/config.mk WORK_HOME=/design/flow/orfs finish
==> run notes <==
Flow results.

- The minimum hold slack is 0.4948 ns.
- The fraction of final layout cells with drive strength greater than 1 is 30.13%.
- The logic gate share of total power is 13.5%.
- The floorplan step set the die height to 314.1 µm.
- The TritonCTS buffer count is 112.
- The synthesized area per cell is 20.05 µm².
- After floorplanning, the die was sized to cover 0.09869 mm².
- The worst endpoint data arrival time is 5.43 ns.
- The detail route stage leaves a number of antenna-violating nets equal to 0.
- The post-route minimum period is 8.968 ns.
- From left edge to right edge, the die measures 314.1 µm.
- After synthesis, the share of flip-flops with an asynchronous set or reset is 0%.
- Once placement completed, the tool counted placed cells totaling 3793.
- After layout, the worst setup slack is 8.732 ns.
- Global route summary, busiest routing layer listed as met2.
- The tally of filler cells in the layout is 6814.
- In the Yosys report, the sequential cells make up 64.49% of the chip area.
- The number of warnings the tools reported is 26.
- Measured on the finished design, the core utilization comes to 57.58%.
- In the final report, the number of pins over their slew limit comes to 0.
- The largest fanout on the critical path is 47.
- For reference, the final report shows the hold violation count at 0.
- For reference, the placement row count at floorplan is 114.
- The required time of the critical path is 14.16 ns.
- The worst setup path is of the flip-flop to output pin kind.
- The power per standard cell area is 108.0 mW/mm².
- The setup TNS after final layout is 0 ns.
- The kind of end point of the critical path is an output pin.
- The synthesized design contains 1039 enable-type register cells.
- The iteration count recorded for the first detailed-route pass is 5.
- The source of the worst register-to-register timing path is addr_rd[1].
- The clock tree from TritonCTS is built.
- For this design the total switching power over the nets is 1.457 mW.
- The reg-to-reg setup timing slack is 13.23 ns.
- The report counts max-capacitance violations totalling 0.
- The max-slew headroom at the worst pin is 38.84%.
- The number of levels the H-tree was split into is 3.
- met1 track demand over resource after global routing is 42.10%.
- The maximum clock frequency is 111.5 MHz.
- The most numerous cell type found on the critical path is buf_4.
- Clock-pin slew was measured on the worst setup and hold paths at 0.06 ns.
- The report puts the hold buffer count at CTS at 0.
- Per the OpenROAD timing report, the critical path contains 8 cells.
- The final HPWL from detailed placement is 86280 µm.
- The total length of routed wires is 153500 µm.
- In the layout the commonest cells are 1039 x edfxtp_1, 448 x mux4_2, 258 x mux2i_1.
- The synthesized instance count is 2430.
- met2 track demand over resource after global routing is 48.54%.
- Per STA, the worst path accumulates the most delay in the family buffers and inverters.
- The growth of design area from synthesis to finish is 14.14%.
- The nature of the critical path startpoint is a flip-flop.
- At the later pin of the worst-skew pair, clock insertion delay measures 0.70 ns.
- The number of buffers added on ports is 147.
- The reg-to-reg endpoint is reg_file[29][2].
- The per-cell routed wire length is 38.32 µm.
- Setup repair after global routing left no endpoint under its margin.
- The finished cells cover 0.05561 mm².
- The buffer cell driving the clock tree root is clkbuf_16.
- After synthesis, the design contains 2430 cells according to Yosys.
- The worst-path cell with the longest stage delay is buf_4.
- The worst hold path begins at addr_rs1[0].
- The total power of the final layout is 6.006 mW.
- The post-CTS setup buffer count is 0.
- The number of synthesized register bits is 1050.
- The final period utilization is 50.67%.
- In the synthesized netlist the dominant register cell turns out to be edfxtp_1.
- The dominant logic cell type in the layout is edfxtp_1.
- The final weighted congestion recorded by global placement is 0.8869.
- The worst slack at placement is 9.468 ns.
- The fraction of power consumed by sequential logic is 47.1%.
- The number of clock sinks is 1050.
- The first global-routing pass estimated 218300 µm of wire.
- The number of global-route vias before repair was 31275.
- The run finished with clean final reports.
- The measured slew at the worst slew-check pin is 0.9131 ns.
- In the routed design, unresolved DRC markers number 0.
- The maximum VDD drop is 0.00008023 V.
- The mapped netlist covers 0.04872 mm².
- The number of distinct library cells after synthesis is 45.
- The top-level port count is 148.
- For this run, the final setup violation count is recorded as 0.
- In the floorplan report the effective utilization is 50.45%.
- The share of total power in the clock network is 39.4%.
- The total core area is 0.09657 mm².
- For this run, the chip area from Yosys synthesis comes to 0.04872 mm².
- The number of warnings printed during yosys synthesis is 1.
- The peak per-stage delay on the critical path is 0.76 ns.
- The internal power consumption is 4.550 mW.
- In this run the deepest clock path goes through 3 buffers.
- Global routing used 35.73% of the available tracks across all layers.
- Per the post-run analysis, buffers plus inverters along the critical path come to 4.
- In the routed layout, each cell is associated on average with a via count of 6.974.
- STA reports the tightest min-delay check as being of type flip-flop to flip-flop.
- Per the breakdown, switching nets consume 24.25% of all power.
- Entering global routing, the biggest net connects 96 pins.
- The cell sequence reported for the critical path is buf_4 > buf_4 > buf_4 > mux4_2 > mux2i_1 > a221o_1 > a31oi_1 > clkdlybuf4s50_1.
- Post-CTS repair ended up resizing 0 cells.
- The clock skew is 0.02122 ns.
- The cell leakage power is 17.93 nW.
- The residual overflow from global routing is 0.
- For this run, the number of standard cells in the final layout without fillers is 4006.
- The via total after detailed routing is 27938.
- The depth of the worst register-to-register path is 6.
- The number of antenna violations at the first check in global routing was 2.
- The initial DRC count is 1763.
- Once placement finished, the instance area stood at 0.05188 mm².
- For met3 alone, demand over resource in global routing was 30.47%.
- The cell depth of the worst hold path is 1.
[sequential cells by signal, summed over array words and instances (netlist names), named ones only]
signal and cells:
addr_rd 5, addr_rs1 5, addr_rs2 5, op_done 1
reg_file 1024
[layout make-up]
type | count | area, µm² | share of cell area [%]
diodes | 2 | 5.005 | 0.009000
clock buffers | 133 | 2967 | 5.335
clock inverters | 78 | 755.7 | 1.359
inverters | 6 | 30.03 | 0.05400
multi-input cells | 1204 | 16470 | 29.63
flip-flops and latches | 1050 | 31440 | 56.55
well taps | 1276 | 1597 | 2.871
repair buffers | 257 | 2335 | 4.199
[power groups by stage]
stage                 Sequential (mW)  Clock [mW]  Combinational (mW)
final                            2.83        2.37               0.810
after global routing             2.83        2.49               0.854
after CTS                        2.83        2.39               0.804
[synthesized netlist by cell type, drive strengths merged, types with 3 or more instances]
cell | n | area share [%]
a221o | 65 | 1.3
a221oi | 47 | 0.87
a22oi | 64 | 0.99
a31oi | 68 | 0.87
buf | 132 | 1.9
clkbuf | 69 | 0.55
dfxtp | 11 | 0.45
edfxtp | 1039 | 64
inv | 6 | 0.046
mux2 | 42 | 0.97
mux2i | 258 | 5.3
mux4 | 448 | 21
nand2 | 39 | 0.30
nand2b | 3 | 0.039
nor2 | 26 | 0.21
nor2b | 7 | 0.11
nor3 | 19 | 0.20
o2111ai | 17 | 0.31
o21ai | 50 | 0.52
or4 | 3 | 0.046
[cells by family after synthesis]
| group | after synthesis | synth area share (%) |
|---|---|---|
| flops | 1050 | 64.49 |
| mux | 748 | 26.98 |
| compound gates | 319 | 5.029 |
| buf+inv | 207 | 2.483 |
| simple gates | 105 | 1.004 |
| other cells | 1 | 0.007697 |
[worst max path at each step]
stage	slack [ns]	endpoint
4_1_cts	8.76	rs_data_mux[12]
5_1_grt	8.51	rs_data_mux[1]
6_report	8.73	rs_data[7]
[per-layer routing]
layer / routed length (µm) / vias up
li1: - / 11086
met1: 44910 / 14009
met2: 69580 / 2375
met3: 30780 / 450
met4: 7679 / 18
met5: 543 / -
No activity file was given, so power comes from the tool's default toggle rates.
