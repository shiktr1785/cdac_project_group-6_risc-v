[flow/config.mk]
export PLATFORM = sky130hd
export DESIGN_NAME = instr_mem_v1
export DESIGN_NICKNAME = instr_mem_v1
export VERILOG_FILES = /design/flow/design.v
export SDC_FILE = /design/flow/constraint.sdc
export NUM_CORES = 4
export LEC_CHECK = 1
export CORE_AREA = 10 10 75 75
export DIE_AREA = 0 0 85 85
[flow/constraint.sdc]
current_design instr_mem_v1

set clk_period 3.2
set clk_io_pct 0.2

create_clock -name clk0 -period $clk_period [get_ports {clk}]

set non_clock_inputs [all_inputs -no_clocks]
set_input_delay [expr $clk_period * $clk_io_pct] -clock clk0 $non_clock_inputs
set_output_delay [expr $clk_period * $clk_io_pct] -clock clk0 [all_outputs]
[flow/design.v]
module instr_mem_v1 (
    output logic [31:0] instr,
    input  logic        next_instr,
    input  logic        clk,
    input  logic        reset_n
);
    logic [31:0]  instr_mem [63];   
    logic [5:0]  current_address;   
  always_ff @(posedge clk or negedge reset_n) begin : mem_block
    if (!reset_n) begin
      current_address <= 6'b0;
      instr <= 32'b0;
    end else begin
        if (next_instr) begin
        instr <= instr_mem[current_address];
        current_address <= current_address + 1'b1;
      end else begin
        instr <= instr;
        current_address <= current_address;
      end
    end   
  end
  initial begin
      for (int i = 0; i < 63; i++) begin
      case (i % 3)
        0: begin
          instr_mem[i] = 32'h00A00093;
        end
        1: begin
          instr_mem[i] = 32'h00108133;
        end
        2: begin
          instr_mem[i] = 32'h00208203;
        end
        default: begin
          instr_mem[i] = 32'h00108133;
        end
      endcase
    end
  end
endmodule   
[flow/run.sh]
#!/bin/bash
# OpenROAD 26Q1-2900-gdf79404cd8, Yosys 0.63+post, stock flow scripts
make -C /OpenROAD-flow-scripts/flow DESIGN_CONFIG=/design/flow/config.mk WORK_HOME=/design/flow/orfs finish
==> Implementation_results.wiki <==
=== Physical design figures ===
{| class="wikitable"
! Metric !! Value
|-
| Detailed-route via count || 1061
|-
| Cts hold-fix bufs || 0
|-
| Wirelength per Cell || 14.92 µm
|-
| Placed wire-length estimate || 2.279 mm
|-
| Filler Cells Inserted || 415
|-
| Initial antenna violation count || 0
|-
| Total routing resource utilization after global routing || 0.08299
|-
| CP required || 3.35 ns
|-
| Area share of the leading cell type in the synthesized netlist || 0.2428
|-
| Crit Path Max Fanout || 12
|-
| Via count of the first global-routing pass || 1063
|-
| RSZ-0062 raised after global routing || no
|-
| Via density per instance || 5.252
|-
| Setup TNS Final || 0 ns
|-
| Yosys Instances || 148
|-
| Pre-antenna DRT Iters || 4
|-
| Total antenna diodes in the routed design || 0
|-
| Final Critical Period || 2.263 ns
|-
| Drc violations || 0
|-
| Final Routed Wirelength || 3.014 mm
|-
| Clk Latency, worst-skew pair || 0.24 ns
|-
| Worst relative slew slack || 0.5542
|-
| CP delay by family, top || adder cells
|-
| Max Slew Vio Count || 0
|-
| Core utilization before placement || 0.3302
|-
| Highest metal layer used by the detailed router || met3
|-
| Asr flop ratio synth || 1.000
|-
| Most repeated cell in the gate-level netlist after synthesis || buf_4
|-
| Port buffer count || 13
|-
| Worst Reg2Reg Path Length in Cells || 6
|-
| Overall power || 1.554 mW
|-
| Synth Area per Inst || 9.054 µm²
|-
| CTS tree || done
|-
| Top cells by area in the synthesized netlist || dfrtp_1 (24%), buf_4 (15%), mux4_2 (6.7%)
|-
| Most frequent cell on the critical path || inv_1
|-
| Register clock-pin slew on the reported worst setup and hold paths || 0.06 ns
|-
| Skew final || 0.001506 ns
|-
| Netlist area before placement || 1340 µm²
|-
| Fraction of layout cells with a size suffix above 1 || 0.09868
|-
| Terminating pin of the worst hold path || instr[0]$_DFFE_PN0P_
|-
| Buffer-and-inverter tally for the worst setup path || 2
|-
| Register share after synthesis || 0.2428
|-
| Final global-route overflow total || 0
|-
| List of cells traversed by the critical path || inv_1 -> ha_1 -> inv_1 -> mux4_2 -> o22a_1 -> o221ai_1
|-
| Reg2Reg Launch Point || current_address[1]$_DFFE_PN0P_
|-
| Leading register cell type out of synthesis || dfrtp_1
|-
| Met2 wirelength from detailed routing || 1.482 mm
|-
| I/O pins || 35
|-
| Synthesis-to-finish area growth || 6.069%
|-
| Clock buffer count from CTS || 3
|-
| CTS Root Cell || clkbuf_8
|-
| Status || finished clean
|-
| Sort of element at the end of the critical path || flip-flop
|-
| Total of flip-flops plus latches after synthesis || 13
|-
| Critical path's slowest cell || ha_1
|-
| DRC violation total after the first TritonRoute iteration || 119
|-
| Total number of yosys warnings || 1
|-
| Number of placement rows || 23
|-
| Post-CTS Setup Bufs || 0
|-
| CTS sink count || 13
|-
| Total core area || 4058 µm²
|-
| Hold Crit Start || instr[0]$_DFFE_PN0P_
|-
| H-tree depth || 1
|-
| Leakage component of the power || 0.5999 nW
|-
| Tool warning count || 31
|-
| Setup slack of the most critical reg-to-reg path || 0.94 ns
|-
| Number of cells produced by synthesis || 148
|-
| Count of flip-flops with a built-in enable after synthesis || 0
|-
| Wire length on met3 || 150 µm
|-
| Max Root-Sink Buffers || 2
|-
| Total Die Area || 7225 µm²
|-
| Delay contributed by the slowest stage of the critical path || 0.54 ns
|-
| Critical path launch point type || flip-flop
|-
| Tightest Pin Transition || 0.6688 ns
|-
| Final period utilization || 0.7071
|-
| Cell type with the largest total area after synthesis || dfrtp_1
|-
| Y dimension of the die || 85 µm
|-
| Maximum clock frequency || 442.0 MHz
|-
| Distinct lib cells || 45
|-
| Met1 Wirelength || 1.381 mm
|-
| Overall die width || 85 µm
|-
| Wire length of the first global-routing pass || 5.230 mm
|-
| Most used standard cells in the synthesized netlist || buf_4 (27), dfrtp_1 (13), nand2_1 (10)
|-
| Setup violators final || 0
|-
| Worst vdd rail ir drop || 0.5533 mV
|-
| Number of endpoints with negative hold slack in the final report || 0
|-
| Yosys chip area || 1340 µm²
|-
| Global placement routability congestion || 0.8678
|-
| Endpoint of the worst-slack reg-to-reg timing path || instr[4]$_DFFE_PN0P_
|-
| Reported max-cap violation count || 0
|-
| Arrival time at the worst endpoint || 2.41 ns
|-
| P per Cell Area || 1093 nW/µm²
|-
| # resized after CTS || 0
|-
| Maximum number of pins on one net before global-route repair || 22
|-
| Number of stages on the worst hold path || 1
|-
| Kind of critical path || flip-flop to flip-flop
|-
| Antenna Violating Nets Remaining || 0
|-
| Hold/Removal Path Class || flip-flop to flip-flop
|}
[how the worst max path moves through the flow]
stage / slack [ns] / from / endpoint / cells past startpoint
finish: 0.94 / current_address[1]$_DFFE_PN0P_ / instr[4]$_DFFE_PN0P_ / 6
global route: 0.78 / current_address[1]$_DFFE_PN0P_ / instr[4]$_DFFE_PN0P_ / 6
CTS: 0.95 / current_address[1]$_DFFE_PN0P_ / instr[4]$_DFFE_PN0P_ / 6
[kinds of logic (layout without fill, tap and decap cells)]
logic type / count (synthesis) / in the layout / share of synthesized area
AOI/OAI and AO/OA: 36 / 36 / 0.2064
DFF: 13 / 13 / 0.2428
adders and majority gates: 7 / 7 / 0.06536
and+or+nand+nor: 36 / 36 / 0.1522
buffers and inverters: 42 / 26 / 0.2017
muxes: 6 / 6 / 0.08310
other: 1 / 21 / 0.002798
xor gates and xnor gates: 7 / 7 / 0.04575
[routing by layer]
metal  track usage  vias up
li1              -      496
met4      0.008982        0
met2        0.1417       40
met3       0.01830        0
met1        0.1077      525
met5             0        -
[state kept, by name, summed over array words and instances (netlist names)]
register / flops
current_address: 6
instr: 7
[where the power goes]
| group | internal (mW) | switching (mW) |
|---|---|---|
| combinational | 0.520 | 0.475 |
| clock | 0.0860 | 0.0598 |
| sequential | 0.242 | 0.171 |
| total | 0.848 | 0.706 |
[stage by stage]
stage | hold slack, ns | setup slack, ns | instances | instance area (µm²) | util
after floorplan | 0.3444 | 1.357 | 168 | 1415 | -
after global placement | 0.4779 | 0.9597 | 198 | 1375 | 0.3389
after detailed placement | 0.4813 | 0.9140 | 198 | 1375 | 0.3389
after CTS | 0.4961 | 0.9547 | 202 | 1421 | 0.3503
after global routing | 0.5224 | 0.7800 | 202 | 1421 | 0.3503
final | 0.4895 | 0.9374 | 202 | 1421 | 0.3503
[worst register-to-register path, delay by kind of cell, from the launching register on]
family | cells | cell delay, ns
buf+inv | 2 | 0.30
flops | 1 | 0.44
compound gates | 2 | 0.41
fa+ha+maj | 1 | 0.54
mux | 1 | 0.48
[cell usage in the layout, fill, tap and decap left out, drive strengths merged, types with 2 or more instances in the layout]
cell type	Yosys	routed
nand4	2	2
xor2	3	3
inv	8	8
o211ai	4	4
or2	3	3
o21ai	9	9
nand2	10	10
o211a	2	2
a31oi	2	2
o2111ai	3	3
o221ai	2	2
nor3b	2	2
nand2b	2	2
o22ai	2	2
nand3b	3	3
nor2	4	4
a211oi	2	2
clkbuf	3	3
mux4	4	4
xnor2	4	4
dfrtp	13	13
clkdlybuf4s50	0	13
nor2b	4	4
nand3	2	2
conb	1	21
ha	7	7
[layout make-up]
| class | instances | area, µm² | area share |
|---|---|---|---|
| multi-input combinational | 113 | 819.5 | 0.5766 |
| sequential | 13 | 325.3 | 0.2289 |
| timing repair buffer | 14 | 137.6 | 0.09683 |
| tap | 50 | 62.56 | 0.04401 |
| clock buffer | 3 | 41.29 | 0.02905 |
| inverter | 8 | 30.03 | 0.02113 |
| clock inverter | 1 | 5.005 | 0.003521 |
Power and IR drop assume default switching activity.
