`/design/flow/constraint.sdc`:
```
current_design alu

set clk_period 30.8
set clk_io_pct 0.2

create_clock -name clk0 -period $clk_period

set non_clock_inputs [all_inputs -no_clocks]
set_input_delay [expr $clk_period * $clk_io_pct] -clock clk0 $non_clock_inputs
set_output_delay [expr $clk_period * $clk_io_pct] -clock clk0 [all_outputs]
```
`/design/flow/run.sh`:
```
#!/bin/bash
# OpenROAD 26Q1-2900-gdf79404cd8, Yosys 0.63+post, stock flow scripts
make -C /OpenROAD-flow-scripts/flow DESIGN_CONFIG=/design/flow/config.mk WORK_HOME=/design/flow/orfs finish
```
`/design/flow/config.mk`:
```
export PLATFORM = sky130hd
export DESIGN_NAME = alu
export DESIGN_NICKNAME = alu
export VERILOG_FILES = /design/flow/design.v
export SDC_FILE = /design/flow/constraint.sdc
export NUM_CORES = 4
export LEC_CHECK = 1
export CORE_UTILIZATION = 40
```
`/design/flow/design.v`:
```
module alu (
    input  logic [31:0] rs_data,       
    input  logic [31:0] imme_rs,       
    input  logic [3:0]  opcode, 
    output logic [31:0] alu_data_out,  
  	output logic        alu_data_valid
);
  typedef enum logic [3:0] {
    ADD  = 4'b0000,
    SUB  = 4'b1000,
    SLL  = 4'b0001,
    SLT  = 4'b0010,
    SLTU = 4'b0011,
    XOR  = 4'b0100,
    SRL  = 4'b0101,
    SRA  = 4'b1101,
    OR   = 4'b0110,
    AND  = 4'b0111
} alu_op_t;
    always_comb begin
      alu_data_valid = 1'b1;
        case (opcode)
            ADD:  alu_data_out = rs_data + imme_rs;
            SUB:  alu_data_out = rs_data - imme_rs;
            SLL:  alu_data_out = rs_data << imme_rs[4:0];
            SLT:  alu_data_out = ($signed (rs_data) < $signed (imme_rs)) ? 32'd1 : 32'd0;
            SLTU: alu_data_out = (rs_data < imme_rs) ? 32'd1 : 32'd0;
            SRL:  alu_data_out = rs_data >> imme_rs[4:0];
            SRA:  alu_data_out = $signed (rs_data) >>> imme_rs[4:0];
            AND:  alu_data_out = rs_data & imme_rs;
          	OR:   alu_data_out = rs_data | imme_rs;
          	XOR:  alu_data_out = rs_data ^ imme_rs;
            default: begin alu_data_out = 32'b0;
                        alu_data_valid = 1'b0; 
            end
        endcase
    end
endmodule
```
==> qor.yml <==
status:
  status: "complete, no violations"
grt:
  antenna_found_initial: 1
  grt_overflow_total: 0
  grt_pass1_wl_mm: 60.70
  grt.total_usage_pct: 36.48
  grt_pass1_vias: 9861
  grt_max_degree: 76
power_and_ir_drop:
  p_sw_uw: 107.9
  combPwrFrac_pct: 100.0
  clkPwrFrac_pct: 0
  p_leak_nw: 4.044
  p_sw_share_pct: 60.13
  intPower_uw: 71.54
  ir_drop_uv: 7.622
  p_total_uw: 179.4
  power_density_nw_per_um2: 18.13
  p_seq_share_pct: 0
finish:
  clkbuf_count: 0
  mostFrequentLayoutCell: "nor2_1"
  register_area_um2: 0
  areaGrowthSynthToFinish_pct: 12.07
  mostFrequentLayoutCells: "146 x nor2_1, 129 x nand2_1, 118 x a21oi_1"
  logic_area_um2: 7990
  flops: 0
  finalNonFillerCells: 1622
  final_layout_size_suffix_gt1_share_pct: 7.526
  nFillCells: 2317
place:
  routabilityCongestion: 1.056
  hpwl_mm: 31.40
  placed_cells: 1622
  io_buffers: 101
synthesis:
  synth-seq-area-share_pct: 0
  avgSynthCellArea_um2: 6.647
  synth.area.top_cells: "ha_1 14%, mux4_2 10%, a21oi_1 6.7%, o21ai_0 6.2%, nor2_1 6.2%"
  syn_area_um2: 8833
  synthDominantCellAreaShare_pct: 13.88
  yosysTopAreaCell: "ha_1"
  synth_cell_types: 78
  synth_warnings: 1
  synthCells: 1329
  ys_cells: 1329
  yosysChipArea_um2: 8833
drt:
  drt-total-wl_mm: 40.26
  via_per_inst: 6.612
  drtAntennaViolNets: 0
  antenna_cells: 0
  num_vias: 10720
  post_drt_wl_per_cell_um: 24.82
  drt_pre_antenna_iters: 24
  drt_iter0_markers: 996
  drc: 0
sta:
  final-setup-viol-count: 0
  finalMaxSlewViolations: 0
  period_minus_slack_ps: 16750
  timing.fmax_mhz: 59.71
  tightest_slew_ps: 871.0
  maxSlewHeadroom_pct: 41.45
  setup-tns-final_ps: 0
  rsz0062_at_grt: "false"
  hold_violations: 0
  finalClockPeriodUsage_pct: 54.37
flow_run:
  maxCapViolCount: 0
  tool_warnings: 98
clocking:
  postCtsSetupRepairBufs: 0
  cts_resized: 0
  ctsHoldBuffers: 0
floorplanning:
  coreArea_um2: 21760
  fp_util_pct: 40.60
  die_area_um2: 22680
  die_height_um: 150.6
  ios: 101
  fp.dieW_um: 150.6
  rows: 54
critical_path:
  crit_type: "primary input to output pin"
  cp.required_ps: 24640
  end_kind: "output pin"
  critPathLaunchType: "primary input"
  crit_arrival_ps: 10590
  crit_path_max_fanout: 58
min_path:
  worstHoldPathType: "primary input to output pin"
==> power by group through the flow <==
| stage | registers [mW] | clock network [mW] | logic, mW |
|---|---|---|---|
| final | 0 | 0 | 0.179 |
| after global routing | 0 | 0 | 0.194 |
| after CTS | 0 | 0 | 0.176 |
==> per-stage QoR <==
step | worst slack (ps) | instance area [um^2] | utilization (%) | hold slack [ps]
2_1_floorplan | 14440 | 8833 | - | 12500
3_3_place_gp | 14150 | 9899 | 45.50 | 13490
3_5_place_dp | 14150 | 9899 | 45.50 | 13470
4_1_cts | 14130 | 9899 | 45.50 | 13470
5_1_grt | 13800 | 9899 | 45.50 | 13560
6_report | 14050 | 9899 | 45.50 | 13470
==> cell type report <==
| type | instances | area share, % |
|---|---|---|
| Inverter | 106 | 4.019 |
| Multi-Input combinational cell | 1112 | 80.71 |
| Tap cell | 280 | 3.539 |
| Timing Repair Buffer | 124 | 11.73 |
==> path summary, 6_finish.rpt <==
kind	start	end	slack (ps)	cells after the start
max	imme_rs[4]	alu_data_out[28]	14050	13
min	imme_rs[2]	alu_data_out[1]	13470	6
==> per-layer routing <==
metal	global-route usage [%]	vias up	routed length, um
met2	55.44	563	17760
met5	0	-	0
li1	-	4966	-
met3	8.130	74	4080
met4	9.250	0	1197
met1	52.44	5121	17220
==> critical path: stages <==
cell and delay (ps):
buf_2 80, buf_4 450, inv_1 400, ha_1 510, or4_1 570, and4_1 240, or2_4 270, o41ai_4 430
a221oi_1 220, o21ai_0 470, nand4_1 160, nand4_1 120, clkdlybuf4s50_1 460
==> kinds of logic after synthesis <==
logic type / synth area share, %
compound gates: 36.39
xor+xnor: 1.388
fa+ha+maj: 14.33
buf+inv: 9.618
mux: 16.53
simple gates: 21.74
==> synth_stat cells (all sizes together) (22+ instances only) <==
| cell type | instances |
|---|---|
| nor2 | 146 |
| nand2 | 129 |
| a21oi | 118 |
| o21ai | 111 |
| inv | 106 |
| ha | 98 |
| clkbuf | 80 |
| mux4 | 41 |
| mux2i | 39 |
| nor3 | 38 |
| buf | 31 |
| o211ai | 28 |
| nand3 | 26 |
| a211oi | 22 |
Power and IR drop assume default switching activity.
